===== ./design.v =====
module Extender(Imm,ImmSrc,Imm_Extended);
input [24:0] Imm;
input [2:0] ImmSrc;
output [31:0] Imm_Extended;
assign Imm_Extended = (ImmSrc == 3'b001) ? {{20{Imm[24]}},Imm[24:18],Imm[4:0]} : (ImmSrc == 3'b000) ?  {{20{Imm[24]}},Imm[24:13]} : (ImmSrc == 3'b010) ? {{19{Imm[24]}},Imm[24],Imm[0],Imm[23:18],Imm[4:1],1'b0} : (ImmSrc == 3'b011) ? ({Imm[24:5],{12{1'b0}}}) : (ImmSrc == 3'b100) ?  {{11{Imm[24]}},Imm[24],Imm[12:5],Imm[13],Imm[23:14],1'b0} : (ImmSrc == 3'b101) ? {{27{1'b0}},Imm[17:13]}:  {32{1'b0}};
endmodule

===== ./run.sh =====
#!/bin/bash
# OpenROAD 26Q1-2900-gdf79404cd8, Yosys 0.63+post, stock flow scripts
make -C /OpenROAD-flow-scripts/flow DESIGN_CONFIG=/design/flow/config.mk WORK_HOME=/design/flow/orfs finish

===== ./config.mk =====
export PLATFORM = sky130hd
export DESIGN_NAME = Extender
export DESIGN_NICKNAME = Extender
export VERILOG_FILES = /design/flow/design.v
export SDC_FILE = /design/flow/constraint.sdc
export NUM_CORES = 4
export LEC_CHECK = 1
export CORE_AREA = 10 10 70 70
export DIE_AREA = 0 0 80 80

===== ./constraint.sdc =====
current_design Extender

set clk_period 1.7
set clk_io_pct 0.2

create_clock -name clk0 -period $clk_period

set non_clock_inputs [all_inputs -no_clocks]
set_input_delay [expr $clk_period * $clk_io_pct] -clock clk0 $non_clock_inputs
set_output_delay [expr $clk_period * $clk_io_pct] -clock clk0 [all_outputs]

==> impl_metrics.env <==
# flow metrics
export IMPL_crit_required_ns=1.36
export IMPL_ys_cells=94
export IMPL_netlist_area_leader_share=0.244
export IMPL_area_leaders="nand4b_1, or4bb_1, nand4_1"
export IMPL_worst_slew_pin_slew_ns=0.225
export IMPL_grt_ovfl_total=0
export IMPL_rows=21
export IMPL_hold_path_class="in2out"
export IMPL_die_area_mm2=0.00640
export IMPL_crit_fanout=9
export IMPL_ys_sh_aoi=0.189
export IMPL_wl_per_cell_um=15.1
export IMPL_syn_inst=94
export IMPL_critPathCaptureType="primary output"
export IMPL_hpwl_mm=2.32
export IMPL_synth_warnings=0
export IMPL_maxCapViolCount=0
export IMPL_setup_viol=0
export IMPL_run_status="finished clean"
export IMPL_fp_util=0.200
export IMPL_grt_pass1_vias=1017
export IMPL_synth_area_um2=682
export IMPL_grt_pass1_wl_mm=5.26
export IMPL_slew_headroom=0.850
export IMPL_path_cells="buf_6, buf_6, buf_4, or4bb_1, nand4_1, buf_2"
export IMPL_yosys_area_um2=682
export IMPL_placedInstanceArea_mm2=0.00133
export IMPL_synthSimpleGateAreaFrac=0.604
export IMPL_nClkBuffers=0
export IMPL_logic_area_um2=657
export IMPL_hold_depth=3
export IMPL_mux_share=0.0147
export IMPL_fmax_mhz=595
export IMPL_n_antenna_cell=0
export IMPL_finalPower_mw=0.341
export IMPL_avgSynthCellArea_um2=7.25
export IMPL_crit_type="in2out"
export IMPL_vias=1043
export IMPL_max_stage_delay_ns=0.46
export IMPL_area_delta_synth_final_pct=116
export IMPL_num_fill_cells=358
export IMPL_crit_slowest_cell="or4bb_1"
export IMPL_period_used=0.988
export IMPL_antenna_found_initial=0
export IMPL_routed_via_density=4.90
export IMPL_cpMostUsedCell="buf_6"
export IMPL_peakVddDrop_mv=0.0928
export IMPL_cellPowerDensity_mw_per_mm2=232
export IMPL_fa_ha_area_frac=0.0165
export IMPL_fin_area_mm2=0.00147
export IMPL_xor_share=0.0128
export IMPL_grt_usage=0.0975
export IMPL_ant_nets=0
export IMPL_hold_viol_final=0
export IMPL_regArea_um2=0
export IMPL_io_pins=60
export IMPL_warnings=33
export IMPL_logic_family="simple AND/OR/NAND/NOR gates"
export IMPL_start_kind="primary input"
export IMPL_drv_slew=0
export IMPL_drtIter0Drc=42
export IMPL_grt_max_degree=19
export IMPL_ys_seq_frac=0
export IMPL_critPathArrivalTime_ns=1.34
export IMPL_globalplace_congestion=0.687
export IMPL_final_cell_mix="dlygate4sd2_1, nand4b_1, buf_4"
export IMPL_core_area_mm2=0.00342
export IMPL_fin_crit_ns=1.68
export IMPL_drc=0
export IMPL_lay_top_count="dlygate4sd2_1"
export IMPL_holdPathEnd="Imm_Extended[11]"
export IMPL_drt_wl_total_mm=3.22
export IMPL_die_w_um=80
export IMPL_yosysTopAreaCell="nand4b_1"
export IMPL_power_leakage_nw=0.672
export IMPL_fp_dieH_um=80
export IMPL_drive_above_1_share=0.335
export IMPL_placement_io_buffers=60
export IMPL_ff_count=0
export IMPL_rsz0062_at_grt="yes"
export IMPL_worstHoldStart="ImmSrc[2]"
export IMPL_firstDrtPassIters=4
export IMPL_synth_distinct_cells=25
==> worst max-delay path: cells and delay by family <==
kind / cells / cell delay (ns)
buf+inv: 4 / 0.46
simple gates: 2 / 0.54
==> worst max-delay path by stage <==
stage | startpoint | cells after the start | endpoint | slack, ns
finish | ImmSrc[1] | 6 | Imm_Extended[16] | 0.02
global route | ImmSrc[1] | 6 | Imm_Extended[16] | -0.02
CTS | Imm[17] | 4 | Imm_Extended[4] | 0.0003
==> area by class of cell <==
type	instances	share of cell area
Timing Repair Buffer	86	0.496
Multi-Input combinational cell	75	0.447
Tap cell	46	0.0391
Inverter	6	0.0179
==> per-layer routing <==
metal | track usage | part of all wire | up-vias
li1 | - | - | 522
met1 | 0.128 | 0.42 | 490
met2 | 0.169 | 0.52 | 31
met3 | 0.0193 | 0.067 | 0
met4 | 0 | 0 | 0
met5 | 0 | 0 | -
==> through the flow <==
step                TNS, ns  setup slack [ns]  hold WS (ns)   util  instances
floorplan                 0             0.330         0.743      -         94
global placement     -21.64            -0.756          1.62  0.390        196
detailed placement   -22.20            -0.771          1.61  0.390        196
CTS                       0          0.000260          1.04  0.423        211
global route        -0.0227           -0.0227          1.07  0.430        213
finish                    0            0.0203          1.03  0.430        213
==> timing repair <==
action | in CTS | in global routing
buffers inserted | 13 | 2
endpoints found under the setup margin | 32 | 12
gates cloned | 2 | 0
pin swaps | 19 | 4
hold buffers | 0 | 0
gates resized | 94 | 20
==> where the power goes <==
part	internal [mW]	switching, mW
sequential	0	0
combinational	0.212	0.129
clock	0	0
total	0.212	0.129
==> synthesized netlist by cell type <==
| library cell | count |
|---|---|
| a211oi_1 | 1 |
| a21boi_0 | 1 |
| buf_1 | 1 |
| buf_2 | 8 |
| buf_4 | 2 |
| buf_6 | 2 |
| clkbuf_1 | 2 |
| inv_1 | 6 |
| maj3_2 | 1 |
| mux2i_1 | 1 |
| nand2_1 | 1 |
| nand2b_1 | 4 |
| nand4_1 | 8 |
| nand4b_1 | 19 |
| nand4bb_1 | 3 |
| nor2_1 | 1 |
| nor2b_1 | 7 |
| o21a_1 | 1 |
| o21ai_0 | 1 |
| o21ai_1 | 10 |
| o311ai_2 | 1 |
| o32ai_1 | 4 |
| or3b_1 | 2 |
| or4bb_1 | 6 |
| xnor2_1 | 1 |
==> cell families after synthesis <==
| group | count (synthesis) |
|---|---|
| AND-OR/OR-AND | 19 |
| XOR/XNOR | 1 |
| adder cells (fa/ha/maj) | 1 |
| buffers and inverters | 21 |
| multiplexers | 1 |
| AND/OR/NAND/NOR | 51 |
Power and IR drop assume default switching activity.
