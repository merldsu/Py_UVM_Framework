==> flow/design.v <==
module alu(A,B,ALUControl,Result,Z,N,V,C);
    input [31:0] A,B;
    input [3:0] ALUControl;
    output [31:0] Result;
    output Z, N, V, C;
    wire [31:0] a_and_b;
    wire [31:0] a_or_b;
    wire [31:0] not_b;
    wire [31:0] a_xor_b;
    wire [31:0] a_slli_b;
    wire [31:0] a_sRli_b;
    wire [31:0] a_sRAi_b;
    wire [31:0] mux_1;
    wire [31:0] sum;
    wire [31:0] mux_2;
     wire [31:0] slt;
    wire cout;
    wire Z_w,N_w,V_w,C_w;
    wire subtraction_check,Less_Than_Check;
    assign a_and_b = A & B;
    assign a_or_b = A | B;
    assign a_xor_b = A^B; 
    assign not_b = ~B;
    assign mux_1 = ALUControl[0] ? not_b : B;
    assign {cout,sum} = A + mux_1 +  {{31{1'b0}},ALUControl[0]} ;
    assign Less_Than_Check = (ALUControl == 4'b0101) ? (N_w ^ V_w) : (ALUControl == 4'b0111) ? (~C_w):1'b0;
    assign slt = {31'b0000000000000000000000000000000,Less_Than_Check};
    assign a_slli_b = A << B[4:0] ;
    assign a_sRli_b = A >> B[4:0];
    assign a_sRAi_b = $signed(A) >>> B[4:0];
    assign mux_2 = (ALUControl == 4'b0000) ? sum : 
                   (ALUControl == 4'b0001) ? sum : 
                   (ALUControl == 4'b0010) ? a_and_b :  
                   (ALUControl == 4'b0011) ? a_or_b :
                   (ALUControl == 4'b0100) ? a_xor_b:
                   ((ALUControl == 4'b0101) | (ALUControl == 4'b0111) ) ? slt: 
                   (ALUControl == 4'b0110) ? a_slli_b:
                   (ALUControl == 4'b1000) ? a_sRli_b:
                   (ALUControl == 4'b1001) ? a_sRAi_b:
                   32'h00000000;   
    assign Result = mux_2;
    assign Z_w = &(~Result);  
    assign N_w = sum[31];  
    assign C_w = cout  ;  
    assign V_w = (~ALUControl[1]) & (A[31] ^ sum[31]) & (~(A[31] ^ B[31] ^ ALUControl[0]));  
    assign Z = Z_w;
    assign N = N_w;
    assign C = C_w;
    assign V = V_w;
endmodule
==> flow/run.sh <==
#!/bin/bash
# OpenROAD 26Q1-2900-gdf79404cd8, Yosys 0.63+post, stock flow scripts
make -C /OpenROAD-flow-scripts/flow DESIGN_CONFIG=/design/flow/config.mk WORK_HOME=/design/flow/orfs finish
==> flow/config.mk <==
export PLATFORM = sky130hd
export DESIGN_NAME = alu
export DESIGN_NICKNAME = alu
export VERILOG_FILES = /design/flow/design.v
export SDC_FILE = /design/flow/constraint.sdc
export NUM_CORES = 4
export LEC_CHECK = 1
export CORE_UTILIZATION = 40
==> flow/constraint.sdc <==
current_design alu

set clk_period 13.9
set clk_io_pct 0.2

create_clock -name clk0 -period $clk_period

set non_clock_inputs [all_inputs -no_clocks]
set_input_delay [expr $clk_period * $clk_io_pct] -clock clk0 $non_clock_inputs
set_output_delay [expr $clk_period * $clk_io_pct] -clock clk0 [all_outputs]
==> flow_summary.toml <==
# generated from flow reports
[power_and_ir_drop]
max-vdd-ir-drop_mv = 0.02369
p_per_area_mw_per_mm2 = 46.38
power.share.clock_pct = 0
p_int_w = 0.0001955
seqPwrFrac_pct = 0
p_switching_w = 0.0003034
finalPower_w = 0.0004990
p_leak_nw = 4.450
swShare_pct = 60.81
pwr-share-comb_pct = 100.0

[setup_path]
crit_fanout = 52
start_kind = "input port"
crit_path_end_kind = "primary output"
cp-startpoint = "B[0]"
crit_arrival_ns = 7.88
path_class = "in2out"
critPathRequiredTime_ns = 11.12
crit_end = "Z"

[routing]
ant_nets = 0
num_antenna_cells = 0
wl_mm = 52.60
routedWlPerCell_um = 31.33
drtPass1Iterations = 5
drc = 0
drt_iter0_drc = 1518
num_vias = 11619
vias_per_cell = 6.920

[global_route]
met1_usage_pct = 59.39
grt_max_degree = 59
grtUsageMet3_pct = 12.52
grt_first_pass_wirelength_mm = 75.60
grt.overflow.total = 0
grt_pass1_vias = 10742
globalRoute.busiestLayer = "met2"
met2_usage_pct = 64.61
grt_use_total_pct = 43.99
antenna_found_initial = 2

[layout]
area_growth_pct = 12.22
flop-count = 0
clock_buffers = 0
register_area_um2 = 0
drive_gt1_share_pct = 10.29

[final_timing]
rsz0062_at_grt = "false"
finalHoldViolations = 0
slew-limit-headroom_pct = 29.69
worst_pin_slew_ns = 1.048
finalClockPeriodUsage_pct = 76.67
fin_tns_setup_ns = 0
max_clock_freq_ghz = 0.09384
maxSlewViolCount = 0
final-setup-viol-count = 0
whs_ns = 6.848
min_period_ns = 10.66

[die]
die-area_mm2 = 0.02459
die_h_um = 156.8
num_rows = 56
fp_util_pct = 40.84
die_width_um = 156.8
ioPinCount = 104
core_mm2 = 0.02347

[yosys]
yosysTopAreaCell = "ha_1"
avgSynthCellArea_um2 = 7.165
synthCells = 1338
yosys_warnings = 0
ys_seq_share_pct = 0
yosys_area_mm2 = 0.009587
ys_top_logic_family = "AND-OR/OR-AND gates"
syn-cell-area_mm2 = 0.009587
top_cells_by_count = "nand2_1, a21oi_1, o21ai_0, ha_1, nor2_1"
ys_cells = 1338
yosysMostFrequentCell = "nand2_1"
ys_sh_adder_pct = 12.87
yosysUniqueCellTypes = 82
ys_sh_aoi_pct = 31.14
yosysTopAreaCellShare_pct = 12.66
synth_xor_xnor_area_share_pct = 4.933
ys_sh_mux_pct = 22.44
area_leaders = "ha_1, mux4_2, mux2i_1"
simple_gate_share_pct = 19.13

[placed_design]
io_buffers = 104
place.gp.congestion = 1.083
place_hpwl_mm = 40.20

[status]
status = "finished, final reports clean"

[cts]
post-cts-setup-buffers = 0
holdBufCountCts = 0
cts_resized = 0

[worst_hold_path]
worstHoldPathType = "in2out"

[run]
openroad.warnings = 66
cap_violations = 0
[per-stage QoR]
step,area [µm²],utilization [%],std cells,setup WS [ns]
4_1_cts,10760,45.83,1679,3.320
5_1_grt,10760,45.83,1679,2.944
3_5_place_dp,10760,45.83,1679,3.335
2_1_floorplan,9587,-,1338,4.417
3_3_place_gp,10760,45.83,1679,3.457
6_report,10760,45.83,1679,3.243
[final cells by class]
class | count | area (µm²)
Multi-Input combinational cell | 1128 | 8686
Tap cell | 319 | 399.1
Inverter | 83 | 311.5
Timing Repair Buffer | 149 | 1361
Fill cell | 2405 | 12710
[metal layers]
layer,vias to the layer above,routed length (µm)
li1,5082,-
met1,5531,21110
met2,810,22260
met3,192,6007
met4,4,3194
met5,-,28
[worst max-delay path: stages]
cell and delay [ns]:
buf_4 0.25, buf_4 0.51, buf_4 0.70, mux4_2 0.63, nand2b_1 0.19, o2111a_1 0.19, a2111oi_0 0.79, o22ai_1 0.25
nor4_1 0.37, and4b_1 0.28, nand4b_1 0.18, nor4_2 0.18, clkdlybuf4s50_1 0.49
[layout by cell type (no fill, tap or decap), types with 9 or more instances in the layout]
| cell type | synthesis | final |
|---|---|---|
| xor2_1 | 39 | 39 |
| inv_1 | 82 | 82 |
| or3_1 | 11 | 11 |
| o22ai_1 | 14 | 14 |
| and3_1 | 11 | 11 |
| a22oi_1 | 19 | 19 |
| a31oi_1 | 16 | 16 |
| o21a_1 | 16 | 16 |
| a21o_1 | 12 | 12 |
| mux2_2 | 21 | 21 |
| nor2_1 | 96 | 95 |
| nor2b_1 | 15 | 15 |
| o211ai_1 | 30 | 30 |
| clkdlybuf4s50_1 | 0 | 99 |
| nor3_1 | 21 | 21 |
| mux4_2 | 49 | 49 |
| a21oi_1 | 113 | 113 |
| mux2i_1 | 60 | 60 |
| o21ai_0 | 100 | 100 |
| nand3_1 | 30 | 30 |
| ha_1 | 97 | 97 |
| nand2b_1 | 17 | 17 |
| xnor2_1 | 15 | 15 |
| a211oi_1 | 20 | 20 |
| nand2_1 | 136 | 136 |
| buf_4 | 0 | 48 |
| o2111ai_1 | 9 | 9 |
[how the worst min path moves through the flow]
stage | from | to | slack [ns] | cells past startpoint
after CTS | A[31] | V | 6.85 | 5
after global routing | A[31] | V | 6.90 | 5
final | A[31] | V | 6.85 | 5
[kinds of logic (layout without fill, tap and decap cells)]
logic type,after synthesis,in the layout
AND/OR/NAND/NOR,387,387
buffers and inverters,210,232
multiplexers,138,138
XOR/XNOR,54,54
AND-OR/OR-AND,451,451
adder cells (fa/ha/maj),98,98
[power by group through the flow]
| stage | Sequential, W | Combinational, W | Clock [W] |
|---|---|---|---|
| finish | 0 | 0.000499 | 0 |
| global route | 0 | 0.000528 | 0 |
| CTS | 0 | 0.000484 | 0 |
Power figures rest on the tool's default switching activity, not on a simulated workload.
