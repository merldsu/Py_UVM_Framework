`flow/run.sh`:
```
#!/bin/bash
# OpenROAD 26Q1-2900-gdf79404cd8, Yosys 0.63+post, stock flow scripts
make -C /OpenROAD-flow-scripts/flow DESIGN_CONFIG=/design/flow/config.mk WORK_HOME=/design/flow/orfs finish
```
`flow/constraint.sdc`:
```
current_design Adder

set clk_period 12.7
set clk_io_pct 0.2

create_clock -name clk0 -period $clk_period

set non_clock_inputs [all_inputs -no_clocks]
set_input_delay [expr $clk_period * $clk_io_pct] -clock clk0 $non_clock_inputs
set_output_delay [expr $clk_period * $clk_io_pct] -clock clk0 [all_outputs]
```
`flow/design.v`:
```
module Adder(Input_A,Input_B,ImmSrc,Output_A);
input [31:0] Input_A,Input_B;
input [2:0] ImmSrc;
output [31:0] Output_A;
wire [31:0] Output_A_wire;
assign Output_A_wire = Input_A + Input_B;
assign Output_A = (ImmSrc ==3'b000) ? {Output_A_wire[31:1],1'b0} : Output_A_wire;
endmodule
```
`flow/config.mk`:
```
export PLATFORM = sky130hd
export DESIGN_NAME = Adder
export DESIGN_NICKNAME = Adder
export VERILOG_FILES = /design/flow/design.v
export SDC_FILE = /design/flow/constraint.sdc
export NUM_CORES = 4
export LEC_CHECK = 1
export CORE_AREA = 10 10 96 96
export DIE_AREA = 0 0 106 106
```
==> results.py <==
# Generated from Yosys and OpenROAD reports
metrics = {
    "routing": {
        "vias_per_cell": 5.01,
        "drt_iter0_markers": 105,
        "detail-route-antenna-nets": 0,
        "wl_per_cell_um": 14.4,
        "drc": 0,
        "n_antenna_cell": 0,
        "finalWirelength_mm": 6.60,
        "first_pass_iters": 4,
        "via_count": 2299,
    },
    "placed_design": {
        "port_buffers": 99,
        "placed_cells": 459,
        "globalplace.congestion": 0.877,
        "pre_cts_slack_ns": 4.51,
        "hpwl_mm": 5.81,
    },
    "global_routing": {
        "grt_max_degree": 9,
        "grt_usage": 0.113,
        "grt_pass1_wl_mm": 11.1,
        "use_met1": 0.144,
        "grt_use_met3": 0.0196,
        "antenna_found_initial": 0,
        "grt_util_met2": 0.204,
        "grt_pass1_vias": 2426,
        "overflow": 0,
        "grt-busiest-layer": "met2",
    },
    "synth": {
        "synth.distinct_cells": 51,
        "ys_seq_frac": 0,
        "avgSynthCellArea_um2": 7.01,
        "synth_warnings": 0,
        "ys_top_cells_by_count": "ha_1 (31), nor2_1 (29), a21oi_1 (27), o21ai_0 (26), nand2_1 (20)",
        "synth_top_cell_by_area": "ha_1",
        "top_cells_by_area": "ha_1 (21%), a21oi_1 (7.3%), o21ai_0 (7.0%), xnor2_1 (6.6%), xor2_1 (6.2%)",
        "synth.most_common_cell": "ha_1",
        "ys_area_um2": 1850,
        "ys_cells": 264,
        "synth_area_um2": 1850,
        "synthCells": 264,
        "synth_top_area_share": 0.210,
    },
    "final_layout": {
        "fin_cells": 459,
        "syn2layout_area_growth_pct": 59.6,
        "nClkBuffers": 0,
        "flop_area_um2": 0,
        "flops": 0,
        "fillers": 756,
        "drive_above_1_share": 0.0278,
        "combGateArea_um2": 1820,
    },
    "timing": {
        "setup_tns_ns": 0,
        "holdWs_ns": 6.10,
        "fmax_ghz": 0.123,
        "finalSetupViolCount": 0,
        "rsz0062_at_grt": "no",
        "maxSlewHeadroom": 0.661,
        "fin_crit_sh": 0.641,
        "finalHoldViolCount": 0,
        "fin_crit_ns": 8.14,
        "timing.final.ws_setup_ns": 4.56,
        "tightest_slew_ns": 0.507,
        "drv_slew": 0,
    },
    "power": {
        "power.leakage_uw": 0.00119,
        "peakVddDrop_mv": 0.0221,
        "p_per_area_nw_per_um2": 53.7,
    },
    "floorplanning": {
        "boundaryPins": 99,
        "rows": 31,
        "dieWidth_um": 106,
        "die_y_um": 106,
        "design.core.area_um2": 7210,
        "fp-utilization": 0.257,
        "chip_area_um2": 11200,
    },
    "cts": {
        "ctsHoldBuffers": 0,
        "cts_resized": 0,
        "cts_setup_buffers": 0,
    },
    "critical_path": {
        "crit_type": "primary input to output pin",
        "crit_fanout": 6,
        "crit_required_ns": 10.16,
        "cp.arrival_ns": 5.60,
        "start_kind": "primary input",
        "endpoint_kind": "output pin",
        "endpoint": "Output_A[16]",
        "crit_path_start": "Input_A[0]",
    },
    "status": {
        "status": "completed",
    },
    "job": {
        "warnings": 32,
        "drv_cap": 0,
    },
    "min_path": {
        "hp-class": "primary input to output pin",
    },
}
[logic make-up (layout without fill, tap and decap cells)]
kind of cell,Yosys count,in the layout,synth area share
compound gates,105,105,0.387
simple gates,89,89,0.235
mux,2,2,0.0108
fa+ha+maj,32,32,0.220
buf+inv,9,105,0.0189
xor+xnor,27,27,0.128
[per-stage QoR]
| stage | instance area [um^2] | total power [uW] | util |
|---|---|---|---|
| final | 2950 | 159 | 0.409 |
| after global routing | 2950 | 178 | 0.409 |
| after CTS | 2950 | 161 | 0.409 |
| after detailed placement | 2950 | 160 | 0.409 |
| after global placement | 2950 | 161 | 0.409 |
| after floorplan | 1850 | 75.9 | - |
[worst max-delay path, stage by stage]
cell,delay (ns)
clkdlybuf4s50_1,0.41
ha_1,0.24
fa_1,0.41
a21o_1,0.23
a221oi_4,0.35
nor3_1,0.13
nor2_1,0.43
o21ai_0,0.21
xor2_1,0.16
clkdlybuf4s50_1,0.49
[metal layers]
metal | vias to the layer above | routed length, um
met1 | 1038 | 2960
met3 | 2 | 355
met2 | 52 | 3250
met4 | 0 | 42
met5 | - | 0
li1 | 1207 | -
[power breakdown]
part	internal, uW	total [uW]	switching (uW)
combinational	93.7	159	65.0
clock	0	0	0
sequential	0	0	0
total	93.7	159	65.0
[layout make-up]
| type | count | area share |
|---|---|---|
| multi-input cells | 255 | 0.615 |
| repair buffers | 99 | 0.336 |
| well taps | 99 | 0.0419 |
| inverters | 6 | 0.00763 |
[how the worst min path moves through the flow]
stage | startpoint | to | slack (ns) | cells after the start
global route | ImmSrc[1] | Output_A[0] | 6.15 | 3
CTS | ImmSrc[2] | Output_A[0] | 6.11 | 3
finish | ImmSrc[2] | Output_A[0] | 6.10 | 3
[cell usage in the layout, fill, tap and decap left out, drive strengths merged, types with 2 or more instances in the layout]
cell and count:
clkdlybuf4s50 99, nand3 10, a31o 2, o211ai 7, inv 6, o211a 2, and4 3, o31ai 5
o21bai 2, o21a 4, o21ai 27, nor2 29, a21o 9, nand4 3, a211oi 5, nand2 20
nand2b 3, and3 4, xor2 13, nor3 7, a21oi 27, ha 31, nor2b 3, xnor2 14
nor3b 2, mux2i 2, a31oi 2
No activity file was given, so power comes from the tool's default toggle rates.
