File: /design/flow/run.sh
#!/bin/bash
# OpenROAD 26Q1-2900-gdf79404cd8, Yosys 0.63+post, stock flow scripts
make -C /OpenROAD-flow-scripts/flow DESIGN_CONFIG=/design/flow/config.mk WORK_HOME=/design/flow/orfs finish
File: /design/flow/config.mk
export PLATFORM = sky130hd
export DESIGN_NAME = Control_Unit
export DESIGN_NICKNAME = Control_Unit
export VERILOG_FILES = /design/flow/design.v
export SDC_FILE = /design/flow/constraint.sdc
export NUM_CORES = 4
export LEC_CHECK = 1
export CORE_AREA = 10 10 70 70
export DIE_AREA = 0 0 80 80
File: /design/flow/constraint.sdc
current_design Control_Unit

set clk_period 1.9
set clk_io_pct 0.2

create_clock -name clk0 -period $clk_period

set non_clock_inputs [all_inputs -no_clocks]
set_input_delay [expr $clk_period * $clk_io_pct] -clock clk0 $non_clock_inputs
set_output_delay [expr $clk_period * $clk_io_pct] -clock clk0 [all_outputs]
File: /design/flow/design.v
module alu_decoder(ALUOp,op5,Shift_Type,funct3,funct7,ALUControl);
    input op5, funct7,Shift_Type;
    input [2:0] funct3;
    input [1:0] ALUOp;
    output [3:0] ALUControl;
    wire [1:0] concatenation;
    assign concatenation = {op5, funct7};
    assign ALUControl = (ALUOp == 2'b00) ? 4'b0000 :
                        (ALUOp == 2'b01) ? 4'b0001 :
              ((ALUOp == 2'b10) & (funct3 == 3'b010)) ? 4'b0101 :
               ((ALUOp == 2'b10) & (funct3 == 3'b110)) ? 4'b0011 :
              ((ALUOp == 2'b10) & (funct3 == 3'b111)) ? 4'b0010 :
              ((ALUOp == 2'b10) & (funct3 == 3'b000) & (concatenation == 2'b11)) ? 4'b0001 :
             ((ALUOp == 2'b10) & (funct3 == 3'b000) & (concatenation == 2'b10)) ? 4'b0000 :
              ((ALUOp == 2'b10) & (funct3 == 3'b001)) ? 4'b0110:
             ((ALUOp == 2'b10) & (funct3 == 3'b011)) ? 4'b0111:
              ((ALUOp == 2'b10) & (funct3 == 3'b100)) ? 4'b0100:
              ((ALUOp == 2'b10) & (funct3 == 3'b101) & (~funct7)) ? 4'b1000:
              ((ALUOp == 2'b10) & (funct3 == 3'b101) & (funct7)) ? 4'b1001:
             ((ALUOp == 2'b11) & (funct3 == 3'b000)) ? 4'b0000: 
             ((ALUOp == 2'b11) & (funct3 == 3'b010)) ? 4'b0101:
            ((ALUOp == 2'b11) & (funct3 == 3'b011)) ? 4'b0111:                        
             ((ALUOp == 2'b11) & (funct3 == 3'b100)) ? 4'b0100:
              ((ALUOp == 2'b11) & (funct3 == 3'b110)) ? 4'b0011:
             ((ALUOp == 2'b11) & (funct3 == 3'b111)) ? 4'b0010:
              ((ALUOp == 2'b11) & (funct3 == 3'b001)) ? 4'b0110:  
              ((ALUOp == 2'b11) & (funct3 == 3'b101) & (~Shift_Type)) ? 4'b1000:  
              ((ALUOp == 2'b11) & (funct3 == 3'b101) & (Shift_Type)) ? 4'b1001:  
                        4'b0000;
endmodule
module Control_Unit(Op,Zero,Negative,Overflow,Carry,Funct_3,Funct_7,Shift_Type,PCSrc,ResultSrc,MemWrite,ALUSrc,ImmSrc,RegWrite,Finish_Prog,ALUControl,Reg_Read_Enable_1,Reg_Read_Enable_2,Mem_Read_Enable);
input [6:0] Op;
input Zero,Negative,Overflow,Carry;
input [2:0] Funct_3;
input Funct_7,Shift_Type;
output PCSrc,MemWrite,RegWrite,Finish_Prog,Reg_Read_Enable_1,Reg_Read_Enable_2,Mem_Read_Enable;
output [1:0] ALUSrc,ResultSrc;
output [2:0] ImmSrc;
output [3:0] ALUControl;
wire [1:0] ALUOp;
main_decoder Main_Decoder(
                         .op(Op),
                         .Funct_3(Funct_3),
                         .zero(Zero),
                         .Negative(Negative),
                         .Overflow(Overflow),
                         .Carry(Carry),
                         .Shift_Type(Shift_Type),
                         .PCSrc(PCSrc),                         
                         .RegWrite(RegWrite),
                         .MemWrite(MemWrite),
                         .Mem_Read_Enable(Mem_Read_Enable),
                         .Reg_Read_Enable_1(Reg_Read_Enable_1),
                         .Reg_Read_Enable_2(Reg_Read_Enable_2),
                         .ResultSrc(ResultSrc),
                         .Finish_Prog(Finish_Prog), 
                         .ALUSrc(ALUSrc), 
                         .ImmSrc(ImmSrc), 
                         .ALUOp(ALUOp) 
                         );
alu_decoder ALU_Decoder(
                       .ALUOp(ALUOp),
                       .op5(Op[5]),
                       .funct3(Funct_3),
                       .Shift_Type(Shift_Type),
                       .funct7(Funct_7),
                       .ALUControl(ALUControl)                       
                       );
endmodule
module main_decoder(op,zero,Negative,Overflow,Carry,Shift_Type,Funct_3,Reg_Read_Enable_1,Reg_Read_Enable_2,Mem_Read_Enable,RegWrite,MemWrite,ResultSrc, ALUSrc,Finish_Prog, ImmSrc, ALUOp, PCSrc);
    input zero,Negative,Overflow,Carry,Shift_Type;
    input [6:0] op;
    input [2:0] Funct_3;
    output Reg_Read_Enable_1,Reg_Read_Enable_2;
    output Mem_Read_Enable;
    output RegWrite, MemWrite, PCSrc;
    output Finish_Prog;
    output [1:0]  ALUOp,ALUSrc,ResultSrc;
    output [2:0] ImmSrc;
    wire branch;
    assign Finish_Prog = (op == 7'b1110011) ? 1'b1 :1'b0;
    assign RegWrite = ((op == 7'b0000011) | (op == 7'b0110011) | (op == 7'b0110111) | (op== 7'b0010111) | (op == 7'b1101111) | (op == 7'b1100111) | (op==7'b0010011) ) ? 1'b1 : 1'b0;
    assign MemWrite = (op == 7'b0100011) ? 1'b1 : 1'b0;
    assign ResultSrc = (op == 7'b0000011) ? 2'b01 : ((op == 7'b1101111) | (op == 7'b1100111) ) ? 2'b10 : 2'b00;
    assign Reg_Read_Enable_1 = ( (op == 7'b0110011) | (op == 7'b0010011) | (op == 7'b1100011) | (op == 7'b0000011 ) | (op == 7'b0100011) | (op == 7'b1100111)) ;
    assign Reg_Read_Enable_2 = ((op == 7'b0100011) | (op == 7'b1100011) | (op == 7'b0110011) ) ;
    assign Mem_Read_Enable =  (op ==7'b0000011) ;
    assign ALUSrc[1] = ((op == 7'b0000011) | (op == 7'b0100011) | (op == 7'b0010011) | (op == 7'b0110111) | (op == 7'b0010111) | (op == 7'b1100111) ) ? 1'b1 : 1'b0;
    assign ALUSrc[0] = (op== 7'b0010111);
    assign branch = (op == 7'b1100011) & ( ( zero & (Funct_3 ==3'b000)) | ( (~zero) & (Funct_3 ==3'b001)) | ( (Negative ^ Overflow) & (Funct_3 ==3'b100)) | ( (~((Negative) ^ (Overflow))) & (Funct_3 ==3'b101) ) | ( (~Carry) & (Funct_3 == 3'b110) ) | ( (Carry) & (Funct_3 == 3'b111) )  ) ;
    assign ImmSrc = (op == 7'b0100011) ? 3'b001 : (op == 7'b1100011) ? 3'b010 : ((op == 7'b0110111) | (op== 7'b0010111) ) ? 3'b011 : (op == 7'b1101111 ) ? 3'b100 : ( (op == 7'b0010011) & (Funct_3 == 3'b101) & (Shift_Type) ) ? 3'b101 : 3'b000;
    assign ALUOp = (op == 7'b0110011) ? 2'b10 : (op == 7'b1100011) ? 2'b01 : (op == 7'b0010011) ? 2'b11 : 2'b00;
    assign PCSrc = (branch) | (op == 7'b1101111) | (op==7'b1100111);
endmodule
==> Changelog: implementation <==
## Implementation

* Status: finished with violations
* Failing checks: setup timing
* FP Util at 11.0%
* Vias in the first global route at 679
* Fmax achieved at between 400 and 500 MHz
* I/O Buffers at 34
* WL met1 at approximately 860 um
* Final cell count without fillers at around 170
* Max Used Layer: met3
* Diodes inserted at 0
* Filler instances at 370
* DR iter-0 viols at 14
* Hold path depth at 4
* Gate Count Post-Synth at 61
* Critical path capture point type: output port
* Core area at between 3000 and 4000 um2
* Hold Crit Start: Op[3]
* Library cells used by synthesis at 30
* Average vias per placed instance at 4.06
* Largest net degree at the start of global routing at 9
* Post-CTS Hold Buffers at 0
* Total number of vias at 682
* Max-cap violations at 0
* Nature of the critical path startpoint: input pin
* Placed Area at about 860 um2
* Logic cell area at 423 um2
* Util after Layout at 30.7%
* WL/cell at 11.9 um
* Row count at 21
* Worst Hold Path EP: ALUSrc[1]
* Area Growth Syn to Fin at 180%
* Die Y at 80 um
* ANT nets after route at 0
* Avg Inst Size Synth at 6.15 um2
* Layout clock buffer count at 0
* Final Wtd Congestion at 0.804
* Min setup slack post-route at -0.124 ns
* Placed cell count at 151
* Post-Synthesis Cell Area at 375 um2
* Worst min-delay path category: input pin to output port
* RSZ-0062 raised after global routing: yes
* Die Width at roughly 80 um
* Synth Warn # at 0
* Met2 WL at around 910 um
* Final setup fails at 4
* Max rail drop VDD at 0.0695 mV
* Register area at 0 um2
* WP data required at approximately 1.5 ns
* Crit share post-route at 107%
* Worst Max-Slew Pin Slew at a little over 0.3 ns
* Power Density at ~130 nW/um2
* I/O Pins at 34
* # DRC at 0
* DR pass1 iterations at 4
* Fin Setup TNS at -0.260 ns
* Crit Path Class: input pin to output port
* Design area at 1050 um2
* Overall global routing resource usage at 5.75%
* Most frequent logic cell in the layout: buf_4
* Final Hold Fails at 0
* Initial antenna violation count at 0
* Synth Seq Share at 0%
* Tmin final at 2.02 ns
* First-pass GRT wire length at 3080 um
* Crit path arrival time at approximately 1.6 ns
* Share of layout cells above drive strength 1 at between 60% and 70%
* Chip Area at 6400 um2
* Post-DP HPWL at about 1500 um
* Met3 WL at roughly 220 um
* OpenROAD warning count at 34
* Rel. slew slack at 79.5%
* Number of cells in Yosys stat at 61
* WL final at about 2000 um
* Worst-path maximum fanout at 5
* YS chip area at about 380 um2
* Seq_cells at 0
* Slew Limit Fails at 0
* Most frequent cells in the layout: buf_4 (22), buf_6 (13), dlygate4sd2_1 (11)
* Leakage at 0.577 nW
* GRT Residual Overflow at 0
[where the power goes]
part | internal [mW] | leakage (nW) | switching (mW)
clock | 0 | 0 | 0
combinational | 0.0828 | 0.577 | 0.0569
sequential | 0 | 0 | 0
[Yosys cell counts, drive strengths merged]
cell type | number | area [um2]
nand2 | 8 | 30.0
nor2 | 5 | 18.8
o21ai | 5 | 25.0
nor3 | 4 | 20.0
a21oi | 3 | 15.0
clkbuf | 3 | 11.3
inv | 3 | 11.3
nand2b | 3 | 33.8
nand3 | 3 | 20.0
or2 | 3 | 18.8
or3 | 3 | 21.3
nor2b | 2 | 12.5
or4 | 2 | 18.8
xnor2 | 2 | 17.5
a2111oi | 1 | 8.76
a221oi | 1 | 8.76
a22o | 1 | 8.76
and2 | 1 | 6.26
and4bb | 1 | 12.5
buf | 1 | 7.51
mux2i | 1 | 10.0
nand3b | 1 | 7.51
nor4 | 1 | 6.26
o21a | 1 | 7.51
o2bb2ai | 1 | 8.76
xor2 | 1 | 8.76
[layout make-up]
| cell class | count | area share (%) |
|---|---|---|
| Inverter | 3 | 1.07 |
| Multi-Input combinational cell | 54 | 40.3 |
| Timing Repair Buffer | 65 | 53.2 |
| Tap cell | 46 | 5.48 |
[metrics by stage]
stage | hold WS [ns] | setup WS (ns) | total power [mW]
2_1_floorplan | 0.773 | 0.154 | 0.0416
3_3_place_gp | 1.74 | -0.890 | 0.113
3_5_place_dp | 1.74 | -0.908 | 0.115
4_1_cts | 1.10 | -0.165 | 0.134
5_1_grt | 1.13 | -0.156 | 0.152
6_report | 1.11 | -0.124 | 0.140
[critical path, stage by stage]
cell and delay (ns):
buf_8 0.10, and4bb_4 0.37, nand2b_4 0.06, or4_4 0.44, buf_6 0.13, nand2_2 0.06
buf_2 0.10
[cell families (layout without fill, tap and decap cells)]
kind of cell           count (synthesis)  after routing  share of synthesized area, %
buffers and inverters                  7             68                          8.00
multiplexers                           1              1                          2.67
AND-OR/OR-AND                         13             13                          22.0
AND/OR/NAND/NOR                       37             37                          60.3
XOR/XNOR                               3              3                          7.00
[timing repair]
item / CTS / global route
setup buffers: 16 / 2
gates resized: 113 / 9
setup endpoints to repair: 18 / 12
cloned: 0 / 0
pin swaps: 14 / 8
hold endpoints to repair: 0 / 0
[routing by layer]
layer / up-vias / GRT usage, %
li1: 341 / -
met2: 22 / 9.47
met5: - / 0
met3: 0 / 2.73
met4: 0 / 0
met1: 319 / 7.06
[how the worst max path moves through the flow]
stage | start | end | slack (ns) | cells after the start
final | Op[2] | ImmSrc[2] | -0.12 | 7
after global routing | Op[2] | ImmSrc[2] | -0.16 | 7
after CTS | Op[0] | ImmSrc[0] | -0.17 | 7
Power and IR drop assume default switching activity.
