==> design/flow/design.v <==
module Register_File(A1,RD1,Reg_Read_Enable_1,A2,RD2,Reg_Read_Enable_2,A3,WD3,WE3,clk,rst);
input [4:0] A1,A2,A3;
input Reg_Read_Enable_1,Reg_Read_Enable_2;
input [31:0] WD3;
input WE3,clk,rst;
output [31:0] RD1,RD2;
reg [31:0] Register_File_MEM [31:0];
assign RD1 = ((~rst) | (~Reg_Read_Enable_1)) ? {32{1'b0}} : Register_File_MEM[A1];
assign RD2 = ((~rst) | (~Reg_Read_Enable_2)) ? {32{1'b0}} : Register_File_MEM[A2]; 
always @ (posedge clk)
 begin
  if (rst)
     begin
      if (WE3 & (~(&(~A3))) )
         begin
          Register_File_MEM[A3] <= WD3;
         end
     end
  else
     begin
          Register_File_MEM[0] <= {32{1'b0}};
          Register_File_MEM[1] <= {32{1'b0}}; 
          Register_File_MEM[2] <= {32{1'b0}}; 
          Register_File_MEM[3] <= {32{1'b0}}; 
          Register_File_MEM[4] <= {32{1'b0}}; 
          Register_File_MEM[5] <= {32{1'b0}}; 
          Register_File_MEM[6] <= {32{1'b0}};           
          Register_File_MEM[7] <= {32{1'b0}}; 
          Register_File_MEM[8] <= {32{1'b0}};           
          Register_File_MEM[9] <= {32{1'b0}}; 
          Register_File_MEM[10] <= {32{1'b0}};           
          Register_File_MEM[11] <= {32{1'b0}}; 
          Register_File_MEM[12] <= {32{1'b0}}; 
          Register_File_MEM[13] <= {32{1'b0}}; 
          Register_File_MEM[14] <= {32{1'b0}}; 
          Register_File_MEM[15] <= {32{1'b0}}; 
          Register_File_MEM[16] <= {32{1'b0}}; 
          Register_File_MEM[17] <= {32{1'b0}}; 
          Register_File_MEM[18] <= {32{1'b0}}; 
          Register_File_MEM[19] <= {32{1'b0}}; 
          Register_File_MEM[20] <= {32{1'b0}}; 
          Register_File_MEM[21] <= {32{1'b0}}; 
          Register_File_MEM[22] <= {32{1'b0}}; 
          Register_File_MEM[23] <= {32{1'b0}}; 
          Register_File_MEM[24] <= {32{1'b0}}; 
          Register_File_MEM[25] <= {32{1'b0}}; 
          Register_File_MEM[26] <= {32{1'b0}}; 
          Register_File_MEM[27] <= {32{1'b0}}; 
          Register_File_MEM[28] <= {32{1'b0}}; 
          Register_File_MEM[29] <= {32{1'b0}}; 
          Register_File_MEM[30] <= {32{1'b0}}; 
          Register_File_MEM[31] <= {32{1'b0}}; 
     end    
 end
endmodule
==> design/flow/run.sh <==
#!/bin/bash
# OpenROAD 26Q1-2900-gdf79404cd8, Yosys 0.63+post, stock flow scripts
make -C /OpenROAD-flow-scripts/flow DESIGN_CONFIG=/design/flow/config.mk WORK_HOME=/design/flow/orfs finish
==> design/flow/config.mk <==
export PLATFORM = sky130hd
export DESIGN_NAME = Register_File
export DESIGN_NICKNAME = Register_File
export VERILOG_FILES = /design/flow/design.v
export SDC_FILE = /design/flow/constraint.sdc
export NUM_CORES = 4
export LEC_CHECK = 1
export CORE_UTILIZATION = 40
==> design/flow/constraint.sdc <==
current_design Register_File

set clk_period 8.9
set clk_io_pct 0.2

create_clock -name clk0 -period $clk_period [get_ports {clk}]

set non_clock_inputs [all_inputs -no_clocks]
set_input_delay [expr $clk_period * $clk_io_pct] -clock clk0 $non_clock_inputs
set_output_delay [expr $clk_period * $clk_io_pct] -clock clk0 [all_outputs]
==> impl_metrics.ini <==
; generated from flow reports
[placement]
post-place-ws_ns = 2.24
portBuffers = 115
dpl.hpwl_mm = 114
gp_congestion = 0.934

[sta]
finClkSkew_ns = 0
hold_violations = 0
max_freq_ghz = 0.148
rsz0062_at_grt = no
finalSetupViolations = 0
finalCriticalPeriod_ns = 6.78
finalMaxSlewViolations = 0
setup_slack_ns = 2.12
slew_headroom_pct = 42.5
max_slew.worst_pin.slew_ns = 0.863
min_period_over_period_pct = 76.2
setup_tns_ns = 0

[worst_hold_path]
worstHoldEndpoint = Register_File_MEM[30][29]$_SDFFE_PN0P_
min_from = Register_File_MEM[30][29]$_SDFFE_PN0P_
hold_path.class = reg2reg
min_path_cells = 2

[clock_tree]
cts_buffer_depth = 3
path_clk_slew_ns = 0.06
cts_setup_buffers = 0
cts_tree = built
hold_buffers = 0
cts_root_buf = clkbuf_16
htreeDepth = 3
cts_resized = 0
clock_latency_ns = 0.72
cts_buffers = 108
cts.sinks = 1024

[global_routing]
antenna_found_initial = 4
grt_max_degree = 91
grt_overflow = 0
track_usage_pct = 30.5
grt_pass1_vias = 44300
grt_first_pass_wirelength_mm = 297

[final_layout]
syn_to_final_growth_pct = 9.32
utilization_pct = 44.2
drive_gt1_share_pct = 15.3
reg_top3 = Register_File_MEM x1024
top_register = Register_File_MEM
largest_reg_flops = 1024

[detailed_routing]
dr.pass1.iters = 5
drt_iter0_drc = 3644
viasPerCell = 6.04
drc = 0
wl_per_cell_um = 27.1
final_antenna_net_count = 0
dr_total_vias = 44900
wirelength_mm = 202

[pwr]
ir_drop_mv = 0.160
powerDensity_nw_per_um2 = 169
leakagePower_nw = 19.4

[floorplan]
die_h_um = 372
core_area_um2 = 136000
rows = 135
chipArea_um2 = 139000
die_w_um = 372
fp_util_pct = 40.4
pin_count = 116

[synth]
yosys-top-cells-area = dfxtp_1, mux4_2, nand2_1, a21boi_1, a21boi_0
synth_top_area_share_pct = 37.4
most_common_cell = nand2_1
yosys-stat-area_um2 = 54900
async_reset_ff_share_pct = 0
numSynthFlops = 1024
yosys_cells = 5785
synth.top_cells.by_count = nand2_1, dfxtp_1, a21boi_1, a21boi_0, mux4_2
yosysWarnings = 1
synthCells = 5785
yosysUniqueCellTypes = 40
synth_area_um2 = 54900
flop_cell = dfxtp_1
edf_count = 0
yosysTopAreaCell = dfxtp_1
ys_seq_share_pct = 37.4
postSynthAreaPerCell_um2 = 9.48

[worst_setup_path]
cp_data_arrival_time_ns = 5.00
reg2reg_depth = 2
critical_path_class = in2out
reg2reg_to = Register_File_MEM[4][8]$_SDFFE_PN0P_
reg2reg_setup_slack_ns = 8.21
start_kind = input port
crit_fanout = 45
cp.required_ns = 7.12
cp-end-kind = output pin
r2r_start = Register_File_MEM[4][8]$_SDFFE_PN0P_

[run_status]
status = finished, final reports clean

[flow_run]
warnings = 26
cap_violations = 0
==> area by class of cell <==
| class | instances | area, um^2 |
|---|---|---|
| fillers | 12700 | 75800 |
| multi-input cells | 4155 | 31200 |
| flip-flops and latches | 1024 | 20500 |
| clock buffers | 154 | 3170 |
| repair buffers | 275 | 2430 |
| well taps | 1781 | 2230 |
| clock inverters | 43 | 479 |
| inverters | 2 | 12.5 |
| diodes | 1 | 2.50 |
==> through the flow <==
stage	instances	total power, mW	hold WS, ns	cell area [um^2]
floorplan	5785	5.25	0.440	54900
global placement	7237	5.53	0.448	56300
detailed placement	7237	5.53	0.456	56300
CTS	7434	10.2	0.465	60000
global route	7434	10.4	0.480	60000
finish	7435	10.2	0.463	60000
==> power by group <==
part | internal, mW | leakage [nW] | switching, mW
registers | 4.60 | 8.25 | 0.0130
clock network | 2.73 | 1.82 | 1.98
logic | 0.291 | 9.30 | 0.544
total | 7.62 | 19.4 | 2.54
==> cells by family after synthesis <==
kind of cell,share of synthesized area [%]
AND/OR/NAND/NOR,15.6
buffers and inverters,6.17
AND-OR/OR-AND,17.8
flip-flops,37.4
multiplexers,23.1
==> critical path, stage by stage <==
cell and delay, ns:
buf_8 0.40, buf_4 0.52, buf_4 0.53, mux4_2 0.31
o21ai_1 0.08, a31oi_1 0.64, clkdlybuf4s50_1 0.61
==> routing by layer <==
metal	vias to the layer above	track usage (%)	wire (um)
li1	19900	-	-
met1	22300	40.1	76900
met4	8	11.6	9400
met2	2197	44.8	90000
met5	-	0	48
met3	507	14.1	25100
==> cells in the final DEF (no fill, tap or decap), types with 21 or more instances in the layout <==
master and n:
o21ai_1 21, and2_1 34, a221oi_1 44, a31oi_1 64
buf_4 156, dfxtp_1 1024, clkinv_2 27, clkbuf_16 111
a221o_1 64, mux2i_1 256, nor2_4 32, nand2_2 31
clkbuf_8 23, a21boi_1 534, a21boi_0 458, a22oi_1 64
nand2_1 2026, o21ai_0 23, mux4_2 436, clkdlybuf4s50_1 104
==> how the worst max path moves through the flow <==
stage	start	end	slack, ns	cells past startpoint
5_1_grt	A1[1]	RD1[18]	1.99	7
4_1_cts	A2[2]	RD2[13]	2.24	7
6_report	A2[2]	RD2[13]	2.12	7
Power and IR drop assume default switching activity.
