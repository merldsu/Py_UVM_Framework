[design.v]
module Result_Extender(Result_Un_Extended,Load_Instr,Store_Instr,Funct_3,Resukt_Extended);
input [31:0] Result_Un_Extended;
input Load_Instr,Store_Instr;
input [2:0] Funct_3;
output [31:0] Resukt_Extended;
assign Resukt_Extended =
                                ((Load_Instr) & (Funct_3 == 3'b000)) ? {{24{Result_Un_Extended[7]}},Result_Un_Extended[7:0]} :                           
                           ((Load_Instr) & (Funct_3 == 3'b001)) ? {{16{Result_Un_Extended[15]}},Result_Un_Extended[15:0]} :
                               ((Store_Instr) & (Funct_3 == 3'b000)) ? {{24{1'b0}},Result_Un_Extended[7:0]} :                           
                           ((Store_Instr) & (Funct_3 == 3'b001)) ? {{16{1'b0}},Result_Un_Extended[15:0]} :                           
                       ((Load_Instr) & (Funct_3 == 3'b100)) ? {{24{1'b0}},Result_Un_Extended[7:0]}: 
                   ((Load_Instr) & (Funct_3 == 3'b101)) ? {{16{1'b0}},Result_Un_Extended[15:0]}:
                                                          Result_Un_Extended;
endmodule
[run.sh]
#!/bin/bash
# OpenROAD 26Q1-2900-gdf79404cd8, Yosys 0.63+post, stock flow scripts
make -C /OpenROAD-flow-scripts/flow DESIGN_CONFIG=/design/flow/config.mk WORK_HOME=/design/flow/orfs finish
[config.mk]
export PLATFORM = sky130hd
export DESIGN_NAME = Result_Extender
export DESIGN_NICKNAME = Result_Extender
export VERILOG_FILES = /design/flow/design.v
export SDC_FILE = /design/flow/constraint.sdc
export NUM_CORES = 4
export LEC_CHECK = 1
export CORE_AREA = 10 10 70 70
export DIE_AREA = 0 0 80 80
[constraint.sdc]
current_design Result_Extender

set clk_period 5.4
set clk_io_pct 0.2

create_clock -name clk0 -period $clk_period

set non_clock_inputs [all_inputs -no_clocks]
set_input_delay [expr $clk_period * $clk_io_pct] -clock clk0 $non_clock_inputs
set_output_delay [expr $clk_period * $clk_io_pct] -clock clk0 [all_outputs]
==> flow_metrics.tcl <==
# metrics dict for downstream scripts
set metrics [dict create \
    status "complete, no violations" \
    drt-pass1-iter-count 3 \
    setup_viol 0 \
    fp.dieW_microns 80 \
    final_max_slew_viol_count 0 \
    crit_top_cell "clkdlybuf4s50_1" \
    grt_pass1_vias 722 \
    ys_cells 88 \
    critPathKind "primary input to output pin" \
    grt_pass1_wl_mm 3.58 \
    portBuffers 55 \
    n_fill_cell 375 \
    cts.repair.resized 0 \
    hold_viol_final 0 \
    ios 69 \
    drc 0 \
    core_area_sq_um 3420 \
    yosysTopAreaCell "a31oi_1" \
    critPathCaptureType "output pin" \
    overflow 0 \
    hp-start "Result_Un_Extended[0]" \
    wl_per_cell_microns 13.2 \
    whs_endpoint "Resukt_Extended[0]" \
    antennaDiodeCount 0 \
    synth_top_area_share_pct 20.4 \
    final.setup.tns_ns 0 \
    ff_count 0 \
    vias 710 \
    start_kind "primary input" \
    synth.area.top_cells "a31oi_1 20%, nand3_1 16%, buf_4 14%" \
    relSlewSlack_pct 45.9 \
    final_area_sq_um 1010 \
    slowest_stage "nor4_4" \
    final_util_pct 29.5 \
    hold_path_depth 0 \
    drive_gt1_share_pct 3.13 \
    postSynthSeqShare_pct 0 \
    power_leakage_nw 0.391 \
    warnings 32 \
    crit_required_ns 4.32 \
    max_freq_ghz 0.227 \
    path_cells "clkdlybuf4s50_1 > nor4_4 > a31oi_1 > clkdlybuf4s50_1" \
    syn_avg_cell_area_sq_um 5.57 \
    synthCells 88 \
    power.density_nw_per_um2 83.7 \
    vias_per_cell 4.08 \
    post-cts-setup-buffer-count 0 \
    antenna_left 0 \
    maxCapViolations 0 \
    dieArea_sq_um 6400 \
    slowest_delay_ns 0.88 \
    yosys-stat-area_sq_um 490 \
    ctsHoldBuffers 0 \
    area_delta_synth_final_pct 105 \
    dp_hpwl_mm 1.89 \
    dpl_cell_area_sq_um 1010 \
    grt.total_usage_pct 6.70 \
    fin_crit_sh_pct 81.7 \
    grt_start_max_net_pins 21 \
    register_area_sq_um 0 \
    gp_congestion 0.722 \
    initCoreUtil_pct 14.4 \
    antenna_found_initial 0 \
    min_path_type "primary input to output pin" \
    yosys_warnings 0 \
    peakVddDrop_uv 25.3 \
    rsz0062_at_grt "false" \
    syn_area_sq_um 490 \
    cp_max_fo 20 \
    wl_mm 2.30 \
    clock_buffers 0 \
    fin_crit_ns 4.41 \
    drt_iter0_drc 15 \
    crit_arrival_ns 3.33 \
    num_rows 21 \
    die_h_microns 80 \
    worstMarginPinSlew_ns 0.805 \
    synthDistinctLibCells 15 \
]
cells in the mapped netlist:
| cell | instances |
|---|---|
| inv_1 | 9 |
| nand2_1 | 16 |
| a211oi_2 | 1 |
| nand3_1 | 16 |
| nand2b_1 | 1 |
| or4b_1 | 1 |
| o21ai_0 | 8 |
| a211o_1 | 1 |
| clkbuf_1 | 3 |
| o21ai_1 | 1 |
| buf_4 | 9 |
| buf_2 | 4 |
| nor4_4 | 1 |
| a31oi_1 | 16 |
| nand2b_4 | 1 |
area by class of cell:
type               count  area (sq um)  area share, %
inverters              9          33.8           3.35
well taps             46          57.6           5.71
multi-input cells     63           358           35.5
repair buffers        56           558           55.4
placed cells by master, fill, tap and decap left out, types with 8 or more instances in the layout:
master,count
inv_1,9
nand3_1,16
clkdlybuf4s50_1,55
nand2_1,16
o21ai_0,8
a31oi_1,16
worst max-delay path by stage:
stage,from,end
4_1_cts,Funct_3[1],Resukt_Extended[20]
6_report,Funct_3[1],Resukt_Extended[21]
5_1_grt,Funct_3[1],Resukt_Extended[25]
report_power, final:
group          leakage (nW)  total, mW  internal [mW]  switching [mW]
combinational         0.391     0.0843         0.0580          0.0262
sequential                0          0              0               0
clock                     0          0              0               0
worst max-delay path, delay by kind of cell:
kind | cells | cell delay, ns
buf+inv | 2 | 1.27
compound gates | 1 | 0.10
simple gates | 1 | 0.88
metal layers:
layer	global-route usage [%]	vias up	wire length (microns)
met2	12.4	25	1160
met1	7.78	298	936
li1	-	387	-
met4	0	0	0
met3	2.05	0	194
met5	0	-	0
through the flow:
| step | setup slack (ns) | power, mW | hold slack (ns) | instances |
|---|---|---|---|---|
| 2_1_floorplan | 2.43 | 0.0272 | 2.23 | 88 |
| 3_3_place_gp | 1.06 | 0.0850 | 2.16 | 174 |
| 3_5_place_dp | 1.02 | 0.0858 | 2.16 | 174 |
| 4_1_cts | 1.01 | 0.0863 | 2.16 | 174 |
| 5_1_grt | 0.779 | 0.0935 | 2.16 | 174 |
| 6_report | 0.986 | 0.0843 | 2.16 | 174 |
kinds of logic (layout without fill, tap and decap cells):
family                 after synthesis  after routing  synth area share, %
AOI/OAI and AO/OA                   27             27                 33.9
and+or+nand+nor                     36             36                 39.0
buffers and inverters               25             65                 27.0
Power is estimated from default activity; no workload was simulated.
